==> /design/flow/config.mk <==
export PLATFORM = sky130hd
export DESIGN_NAME = register_files
export DESIGN_NICKNAME = register_files
export VERILOG_FILES = /design/flow/design.v
export SDC_FILE = /design/flow/constraint.sdc
export NUM_CORES = 4
export LEC_CHECK = 1
export CORE_UTILIZATION = 30
==> /design/flow/constraint.sdc <==
current_design register_files

set clk_period 4.7
set clk_io_pct 0.2

create_clock -name clk0 -period $clk_period [get_ports {clk}]

set non_clock_inputs [all_inputs -no_clocks]
set_input_delay [expr $clk_period * $clk_io_pct] -clock clk0 $non_clock_inputs
set_output_delay [expr $clk_period * $clk_io_pct] -clock clk0 [all_outputs]
==> /design/flow/design.v <==
module register_files(
  input clk,
  input wr,
  input [3:0] rn, rm, rd,
  input [31:0] din,
  output reg [31:0] dout1,
  output reg [31:0] dout2,
);
  reg [31:0] register [0:15];
  always @(*) begin
    dout1 = register[rn];
    dout2 = register[rm];
  end
  always @(posedge clk) begin
    if (wr) register[rd] <= din;
  end
endmodule
==> /design/flow/run.sh <==
#!/bin/bash
# OpenROAD 26Q1-2900-gdf79404cd8, Yosys 0.63+post, stock flow scripts
make -C /OpenROAD-flow-scripts/flow DESIGN_CONFIG=/design/flow/config.mk WORK_HOME=/design/flow/orfs finish
==> flow_summary.yaml <==
# physical design summary
final_timing:
  setup_violations: 0
  fin_tns_setup_ns: 0
  max-slew-margin-rel_pct: 41.17
  timing_hold_violations_final: 0
  period_used_pct: 87.03
  rsz0062_at_grt: "false"
  report.final.slew_viol_count: 0
  fin_hold_ws_ns: 1.266
  max_clock_freq_mhz: 244.5
  tightestPinTransition_ns: 0.8803
  layout_min_cycle_time_ns: 4.090
finish:
  syn_to_final_growth_pct: 19.58
  drive_gt1_share_pct: 33.01
  largest_reg_flops: 512
  top_register: "register"
  largest_registers: "register x512"
power_and_ir_drop:
  p_switching_mw: 2.242
  static-leakage-power_nw: 8.480
  power.clock.fraction_pct: 41.4
  p_seq_share_pct: 49.7
  p_int_mw: 8.141
  swShare_pct: 21.59
  ir_drop_v: 0.0002248
  power_per_cell_area_nw_per_um2: 379.1
  combinational_group_share_of_total_power_pct: 9.0
detailed_routing:
  detailroute.via_count: 12100
  route.final.wire_length_um: 60270
  route.antenna.remaining_nets: 0
  wl_per_cell_um: 27.17
  detailedRoute.firstPassIterationCount: 4
  via_per_inst: 5.456
  detail_route.iter0.violations: 682
  route.detailed.drc: 0
cts:
  cts_root_buf: "clkbuf_16"
  post_cts_resize_count: 0
  ctsHtreeMaxLevel: 2
  numCtsBuffers: 53
  clk_path_buf_depth: 3
  cts.sink_count: 512
  post-cts-setup-buffers: 0
  cts-hold-fix-buffers: 0
  tritoncts: "built"
  clk_pin_slew_ns: 0.06
yosys:
  top_area_cell: "edfxtp_1"
  yosys.cell_count.top_type: "edfxtp_1"
  edf_count: 512
  syn_area_per_cell_um2: 21.27
  netlist_top_cells_area: "edfxtp_1, mux4_2, a22oi_1, nand2_1, clkbuf_1"
  synth_area_um2: 22910
  synth.distinct_cells: 16
  yosys_cells: 1077
  post_synth_most_frequent_cells: "edfxtp_1, mux4_2, a22oi_1"
  postSynthSeqShare_pct: 67.12
  synth_flop_count: 512
  postSynth.asyncResetShare_pct: 0
  synthCells: 1077
  synthesis.yosys.warnings: 1
  synth_largest_type_area_fraction_pct: 67.12
  synth_chip_area_um2: 22910
  postSynth.topFlopCell: "edfxtp_1"
die:
  dieWidth_um: 278.3
  total_core_area_um2: 74950
  pin_count: 110
  chipHeight_um: 278.3
  floorplanUtilization_pct: 30.56
  fp-row-count: 100
  dieArea_um2: 77460
worst_hold_path:
  timing.hold.worst.class: "input port to flip-flop"
run:
  tool_warnings: 25
  count_of_max_cap_constraint_violations: 0
place:
  port_buffers: 109
  gp_congestion: 0.8091
  place_hpwl_um: 34130
setup_path:
  critical_path_class: "input port to primary output"
  worstPathMaxFanout: 25
  worstSetupEndpointType: "primary output"
  worst_ep_required_time_ns: 3.76
  worst_setup_path_start_kind: "input port"
  timing.critical_path.arrival_ns: 3.15
global_route:
  gr-usage-all-layers_pct: 17.02
  grt_first_pass_wirelength_um: 89710
  grt_max_degree: 59
  antenna_violations_before_repair: 4
  number_of_global_route_vias_before_repair: 13870
  grt_overflow: 0
run_status:
  outcome: "finished clean"
[power groups by stage]
stage	logic (mW)	registers (mW)	clock network, mW
6_report	0.932	5.16	4.29
5_1_grt	1.01	5.17	4.54
4_1_cts	0.950	5.16	4.37
[cell type report]
type,count,area [µm²]
clock inverter,38,411.6
multi-input combinational,479,7279
timing repair buffer,157,1754
antenna,4,10.01
sequential,512,15370
fill,6668,47560
tap,969,1212
clock buffer,59,1349
[through the flow]
| stage | power (mW) | setup slack, ns | cell area, µm² | utilization [%] | cells |
|---|---|---|---|---|---|
| detailed placement | 6.200 | 0.5747 | 25620 | 34.19 | 2117 |
| global route | 10.71 | 0.4745 | 27390 | 36.55 | 2218 |
| global placement | 6.189 | 0.5628 | 25620 | 34.19 | 2117 |
| CTS | 10.48 | 0.5678 | 27380 | 36.53 | 2214 |
| floorplan | 5.729 | 0.5804 | 22910 | - | 1077 |
| finish | 10.38 | 0.6098 | 27390 | 36.55 | 2218 |
[worst paths after layout]
kind	from	endpoint	slack, ns	cells past startpoint
worst min-delay path	din[27]	register[7][27]$_DFFE_PP_	1.27	1
worst max-delay path	rn[2]	dout1[15]	0.61	7
[routing by layer]
metal	up-vias	track usage, %	part of all wire [%]
met5	-	1.313	0.18
met2	776	25.77	48
met3	102	12.01	16
met1	6206	20.38	34
met4	2	3.173	2.3
li1	5016	-	-
[cell families (layout without fill, tap and decap cells)]
kind of cell    after synthesis  after routing  synth area share (%)
compound gates              128            128                 4.195
buf+inv                      86            254                 1.792
flops                       512            512                 67.12
mux                         256            256                 25.17
other cells                   0              4                     0
simple gates                 95             95                 1.726
[cell usage in the layout, fill, tap and decap left out, types with 2 or more instances in the layout]
cell type / instances
edfxtp_1: 512
mux4_2: 256
a22oi_1: 128
clkdlybuf4s50_1: 105
nand2_1: 65
clkbuf_16: 53
buf_4: 26
buf_12: 24
nor2_4: 14
clkinv_1: 13
clkinv_2: 12
bufinv_16: 9
clkbuf_1: 6
diode_2: 4
nor2b_4: 4
nor3_2: 4
and2_2: 2
nand3b_1: 2
nand2b_1: 2
inv_6: 2
clkinvlp_4: 2
clkbuf_8: 2
[critical path, cell delays in order]
cell and delay [ns]:
clkdlybuf4s50_1 0.61, nor2b_4 0.22, buf_4 0.45, buf_4 0.27, a22oi_1 0.09, nand2_1 0.09
clkdlybuf4s50_1 0.46
Power and IR drop assume default switching activity.
